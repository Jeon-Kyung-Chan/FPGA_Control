$ cat config.mk
export PLATFORM = sky130hd
export DESIGN_NAME = buzzer
export DESIGN_NICKNAME = buzzer
export VERILOG_FILES = /design/flow/design.v
export SDC_FILE = /design/flow/constraint.sdc
export NUM_CORES = 4
export LEC_CHECK = 1
export CORE_UTILIZATION = 50
$ cat constraint.sdc
current_design buzzer

set clk_period 3.7
set clk_io_pct 0.2

create_clock -name clk0 -period $clk_period [get_ports {clk}]

set non_clock_inputs [all_inputs -no_clocks]
set_input_delay [expr $clk_period * $clk_io_pct] -clock clk0 $non_clock_inputs
set_output_delay [expr $clk_period * $clk_io_pct] -clock clk0 [all_outputs]
$ cat design.v
`timescale 1ns / 1ps
module buzzer(
    input clk,
    input ss0,pb3,pb2,pb1,pb0,
    output sound
    );
    reg [14:0] pcnt1,pcnt2,pcnt3,pcnt4,pcnt5;
    reg sig1,sig2,sig3,sig4,sig5;
    always @(posedge clk)
        if (ss0 == 0) begin
            pcnt1 <= 0;
            sig1 <= 0; end
        else  if ( pcnt1 == 23888 ) begin     
             pcnt1 <= 0;
             sig1 <= ~sig1; end     
        else pcnt1 <= pcnt1 + 1;
    always @(posedge clk)
        if (pb3 == 0) begin
            pcnt2 <= 0;
            sig2 <= 0; end
        else  if ( pcnt2 == 21282 ) begin     
             pcnt2 <= 0;
             sig2 <= ~sig2; end     
        else pcnt2 <= pcnt2 + 1;
    always @(posedge clk)
        if (pb2 == 0) begin
            pcnt3 <= 0;
            sig3 <= 0; end
        else  if ( pcnt3 == 18960 ) begin     
             pcnt3 <= 0;
             sig3 <= ~sig3; end     
        else pcnt3 <= pcnt3 + 1;
    always @(posedge clk)
        if (pb1 == 0) begin
            pcnt4 <= 0;
            sig4 <= 0; end
        else  if ( pcnt4 == 15943 ) begin     
             pcnt4 <= 0;
             sig4 <= ~sig4; end     
        else pcnt4 <= pcnt4 + 1;
    always @(posedge clk)
        if (pb0 == 0) begin
            pcnt5 <= 0;
            sig5 <= 0; end
        else  if ( pcnt5 == 14204 ) begin     
             pcnt5 <= 0;
             sig5 <= ~sig5; end     
        else pcnt5 <= pcnt5 + 1;
    assign sound = sig1 | sig2 | sig3 | sig4 | sig5;
endmodule
$ cat run.sh
#!/bin/bash
# OpenROAD 26Q1-2900-gdf79404cd8, Yosys 0.63+post, stock flow scripts
make -C /OpenROAD-flow-scripts/flow DESIGN_CONFIG=/design/flow/config.mk WORK_HOME=/design/flow/orfs finish
==> flow_metrics.env <==
# flow metrics
export IMPL_cts_resized=0
export IMPL_finalWirelength_um=5500
export IMPL_yosys_area_share_simple=0.304
export IMPL_overflow=0
export IMPL_r2r_start="pcnt5[0]"
export IMPL_slew_violations=0
export IMPL_leakagePower_nw=1.25
export IMPL_whs_path_depth=1
export IMPL_clk_latency_ns=0.35
export IMPL_adder_share=0.0321
export IMPL_worstPathArrival_ns=2.35
export IMPL_synth_area_leader_cell="dfxtp_1"
export IMPL_detailedRoute_firstIterationViolations=107
export IMPL_die_y_um=85.7
export IMPL_antenna_found_initial=0
export IMPL_status="completed"
export IMPL_path_max_fanout=15
export IMPL_setup_tns_ns=0
export IMPL_yosysChipArea_um2=3500
export IMPL_first_pass_iters=4
export IMPL_p_total_mw=1.59
export IMPL_required_ns=3.92
export IMPL_synthMuxAreaShare=0
export IMPL_vdd_drop_max_uv=239
export IMPL_io_buffer_count=6
export IMPL_drive_above_1_share=0.0512
export IMPL_yosys_warnings=1
export IMPL_die_x_um=85.7
export IMPL_slew_headroom=0.631
export IMPL_synthArstFlopShare=0
export IMPL_finalClockSkew_ns=0.0110
export IMPL_warnings=29
export IMPL_yosys_top_cells_count="nor2_1, dfxtp_1, xnor2_1, nand3_1"
export IMPL_ff_latch_area_um2=1600
export IMPL_rows=30
export IMPL_grt_first_pass_wirelength_um=9670
export IMPL_hold_viol_final=0
export IMPL_synth_area_um2=3500
export IMPL_edf_count=0
export IMPL_reg2reg_depth=6
export IMPL_synth_top_cell_by_count="nor2_1"
export IMPL_vias_per_cell=4.87
export IMPL_hold_class="reg2reg"
export IMPL_worstSetupEndpointType="flip-flop"
export IMPL_synth_cells=393
export IMPL_logic_area_um2=1790
export IMPL_cellPowerDensity_nw_per_um2=413
export IMPL_yosysUniqueCellTypes=29
export IMPL_grt_util_all_layers=0.162
export IMPL_worstSetupStartpoint="pcnt5[0]"
export IMPL_clk_pin_slew_ns=0.08
export IMPL_ys_flops=80
export IMPL_synth_main_ff_cell="dfxtp_1"
export IMPL_ant_nets=0
export IMPL_ys_seq_share=0.457
export IMPL_core_util_floorplan=0.516
export IMPL_clock_fmax_mhz=470
export IMPL_core_area_um2=6790
export IMPL_top_cells_by_area="dfxtp_1, xnor2_1, nor2_1"
export IMPL_io_pins=7
export IMPL_worst_slew_pin_slew_ns=0.553
export IMPL_top_area_frac=0.457
export IMPL_setup_violations_final=0
export IMPL_drc=0
export IMPL_numCtsBuffers=9
export IMPL_clk_path_buf_depth=2
export IMPL_cts_tree="yes"
export IMPL_avgSynthCellArea_um2=8.91
export IMPL_chipArea_um2=7350
export IMPL_startpoint_type="flip-flop"
export IMPL_compound_area_frac=0
export IMPL_timing_final_crit_share=0.575
export IMPL_cap_violations=0
export IMPL_fill_cells=605
export IMPL_grt_pass1_vias=2192
export IMPL_dr_total_vias=2464
export IMPL_grt_max_degree=16
export IMPL_xor_area_frac=0.175
export IMPL_dp_hpwl_um=3690
export IMPL_criticalPathCategory="reg2reg"
export IMPL_hold_buffers=0
export IMPL_rsz0062_at_grt="no"
export IMPL_cts_sinks=80
export IMPL_gp_congestion=0.773
export IMPL_worstHoldStart="pcnt4[0]"
export IMPL_syn2layout_area_growth_pct=9.86
export IMPL_antenna_cells=0
export IMPL_clock_root_buffer="clkbuf_8"
export IMPL_htree_num_levels=3
export IMPL_cts_setup_buffers=0
export IMPL_wl_per_cell_um=10.9
export IMPL_yosys_stat_cells=393
export IMPL_period_minus_slack_ns=2.13
export IMPL_logic_family="simple AND/OR/NAND/NOR gates"
==> per-stage QoR <==
stage,hold slack [ns],instances,utilization,worst slack [ns],cell area (um^2)
after floorplan,0.430,393,-,1.88,3500
after CTS,0.478,506,0.566,1.53,3850
after detailed placement,0.459,490,0.537,1.57,3650
after global routing,0.507,506,0.566,1.34,3850
final,0.471,506,0.566,1.57,3850
after global placement,0.452,490,0.537,1.64,3650
==> layout by cell type, fill, tap and decap left out, types with 14 or more instances in the layout <==
master,instances
nor2_1,85
xor2_1,15
inv_1,20
dfxtp_1,80
xnor2_1,55
nand4_1,17
nor4_1,14
nand2_1,19
nor3_1,20
nand3_1,23
==> worst paths after layout <==
path                                 end  slack (ns)
worst max-delay path            pcnt5[3]        1.57
worst min-delay path            pcnt4[0]        0.47
worst max register to register  pcnt5[3]        1.57
worst min register to register  pcnt4[0]        0.47
==> critical path: stages, from the launching register on <==
cell and delay (ns):
dfxtp_1 0.37, inv_1 0.08, ha_1 0.13, or4b_1 0.42, nor4_1 0.37, nand2b_1 0.52
nor2_1 0.11
==> flip-flops by register name, summed over array words and instances (netlist names) <==
register  flops
pcnt1        15
pcnt2        15
pcnt3        15
pcnt4        15
pcnt5        15
sig1          1
sig2          1
sig3          1
sig4          1
sig5          1
==> metal layers <==
metal | track usage | vias to the layer above | share of wire
met5 | 0 | - | 0
met4 | 0.0273 | 0 | 0.015
met3 | 0.0234 | 7 | 0.021
met2 | 0.247 | 18 | 0.43
met1 | 0.258 | 1095 | 0.54
li1 | - | 1344 | -
==> power by group <==
part / leakage (nW) / switching, mW / internal [mW]
registers: 0.647 / 0.0170 / 0.874
clock network: 0.0929 / 0.332 / 0.319
logic: 0.513 / 0.0258 / 0.0217
==> cell families after synthesis <==
logic type,count (synthesis)
simple gates,209
fa+ha+maj,9
flops,80
xor+xnor,70
buf+inv,25
==> final cells by class <==
class | instances | area share
multi-input combinational | 288 | 0.465
sequential | 80 | 0.416
clock buffer | 9 | 0.0322
tap | 96 | 0.0312
clock inverter | 7 | 0.0205
inverter | 20 | 0.0195
timing repair buffer | 6 | 0.0156
Power and IR drop assume default switching activity.
