==> flow/config.mk <==
export PLATFORM = sky130hd
export DESIGN_NAME = cnt4v2
export DESIGN_NICKNAME = cnt4v2
export VERILOG_FILES = /design/flow/design.v
export SDC_FILE = /design/flow/constraint.sdc
export NUM_CORES = 4
export LEC_CHECK = 1
export CORE_AREA = 10 10 70 70
export DIE_AREA = 0 0 80 80
==> flow/constraint.sdc <==
current_design cnt4v2

set clk_period 1.4
set clk_io_pct 0.2

create_clock -name clk0 -period $clk_period [get_ports {clk}]

set non_clock_inputs [all_inputs -no_clocks]
set_input_delay [expr $clk_period * $clk_io_pct] -clock clk0 $non_clock_inputs
set_output_delay [expr $clk_period * $clk_io_pct] -clock clk0 [all_outputs]
==> flow/design.v <==
`timescale 1ns / 1ps
module cnt4v2(
    input rst, clk,
    output reg [3:0] qout,
    output wire [6:0] segd
    );
    always @(negedge rst or posedge clk)   
        if(rst == 0) qout <= 0;
        else qout <= qout+1;   
    assign segd =   (qout ==4'h0)? (7'b100_0000):
                    (qout ==4'h1)? (7'b111_1001):
                    (qout ==4'h2)? (7'b010_0100):
                    (qout ==4'h3)? (7'b011_0000):
                    (qout ==4'h4)? (7'b001_1001):
                    (qout ==4'h5)? (7'b001_0010):
                    (qout ==4'h6)? (7'b000_0010):
                    (qout ==4'h7)? (7'b101_1000):
                    (qout ==4'h8)? (7'b000_0000):
                    (qout ==4'h9)? (7'b001_0000):
                    (qout ==4'ha)? (7'b010_0000):
                    (qout ==4'hb)? (7'b000_0011):
                    (qout ==4'hc)? (7'b010_0111):
                    (qout ==4'hd)? (7'b010_0001):
                    (qout ==4'he)? (7'b000_0110):
                    (qout ==4'hf)? (7'b000_1110):
                                   (7'b111_1111);                  
endmodule
==> flow/run.sh <==
#!/bin/bash
# OpenROAD 26Q1-2900-gdf79404cd8, Yosys 0.63+post, stock flow scripts
make -C /OpenROAD-flow-scripts/flow DESIGN_CONFIG=/design/flow/config.mk WORK_HOME=/design/flow/orfs finish
==> run summary <==
P&R area growth vs syn: 138%
placed cell count: 116
Post-Syn Area: 428 sq um
yosys stat area: 428 sq um
setup ws final: -0.604 ns
CTS tree: yes
Core ar.: 3420 sq um
drt first-iter violations: 53
WL/cell: 11.1 um
fin. max-slew vios: 0
drt first pass iters: 4
Latency at later pin: 0.23 ns
root cell of the clock tree: clkbuf_4
Final TNS setup: -3.85 ns
syn_area_per_cell: 8.91 sq um
vias per cell: 3.88
status: finished with violations
CP Class: register to output pin
Final Skew: 0.00457 ns
largest net degree at the start of global routing: 11
Die Y-Extent: 80 um
Comb area: 405 sq um
failing checks: setup timing
TritonCTS Buffers: 3
drt drc: 0
P_leak: 0.487 nW
Max transition margin: 0.819
CP Data Required Time: 1.12 ns
# Cells Yosys: 48
maximum capacitance violations: 0
OpenROAD warning count: 31
Non-Filler Instances: 141
Routed Antenna Nets: 0
unrepaired setup endpoints after global routing: true
grt ovf: 0
die x size: 80 um
CP Capture Type: output pin
Layout Utilization: 0.298
Site Rows: 21
clk buf depth: 2
Gate Count Post-Synth: 48
clock slew at reported path FFs: 0.04 ns
yosys warning tally: 1
htree depth: 1
global-route wire length before repair: 2550 um
max reg flops: 4
Reg2Reg Depth: 4
GRT Total Usage: 0.0478
Hold Slack: 0.250 ns
max incr delay on CP: 0.45 ns
R2R Path Start: qout[1]
Port Buffers: 12
Top Registers: qout (4)
die area: 6400 sq um
Tcrit/Tclk final: 1.43
FF-to-FF setup slack: 0.24 ns
CTS sink cnt: 4
Final min period: 2.00 ns
Synth Seq Share: 0.234
Max VDD drop: 0.000174 V
crit-path max FO: 5
via count: 547
crit start category: register
Largest Register: qout
Core Util at FP: 0.125
power consumption: 0.000260 W
ordered cell list for the critical path: ha_4 > buf_6 > or3_4 > o21ai_2 > a221o_1 > buf_2
worst slew pin tran: 0.269 ns
Final Setup Violations: 9
share of cells above drive strength 1: 0.832
# IOs: 13
f_max: 499 MHz
register area: 105 sq um
Yosys reg bits: 4
Placer Congestion: 0.799
final WL: 1570 um
critical path arrival: 1.72 ns
unique cell type count in the Yosys netlist: 30
Hold Path Class: input port to asynchronous set/reset pin
diode count: 0
vias in the first global route: 565
initial antenna violation count: 0
Reg-to-Reg End: qout[2]
Pwr per Cell Area: 256 nW/um^2
slowest CP cell: dfrtp_2
# fillers: 352
Final Hold Fails: 0
hpwl dp: 926 um
## Yosys cell counts
library cell | n | area share
nand2b_1 | 2 | 0.029
or3b_1 | 1 | 0.020
or3_4 | 1 | 0.026
a221o_1 | 1 | 0.023
nand3_1 | 1 | 0.012
buf_6 | 2 | 0.053
o22ai_1 | 1 | 0.015
buf_2 | 2 | 0.023
mux2_2 | 1 | 0.026
a211o_2 | 1 | 0.023
a211oi_1 | 2 | 0.035
a21oi_1 | 3 | 0.035
xor2_1 | 1 | 0.020
mux2i_1 | 1 | 0.023
a222oi_1 | 1 | 0.023
o41ai_1 | 1 | 0.020
o221ai_1 | 1 | 0.020
or3_1 | 1 | 0.015
o21bai_1 | 1 | 0.018
ha_1 | 4 | 0.12
dfrtp_1 | 4 | 0.23
o21ai_0 | 1 | 0.012
nor2_1 | 4 | 0.035
and2b_2 | 1 | 0.020
nand2_1 | 2 | 0.018
o21ai_2 | 1 | 0.020
inv_1 | 3 | 0.026
and2_2 | 1 | 0.018
xnor2_1 | 1 | 0.020
buf_4 | 1 | 0.018
## power breakdown
| part | internal (W) | switching [W] | total, W |
|---|---|---|---|
| sequential | 0.000116 | 0 | 0.000116 |
| combinational | 0.00000248 | 0.00000209 | 0.00000457 |
| clock | 0.0000956 | 0.0000435 | 0.000139 |
| total | 0.000214 | 0.0000456 | 0.000260 |
## cell families (layout without fill, tap and decap cells)
family          after synthesis  after routing  synth area share
fa+ha+maj                     4              4             0.117
compound gates               14             14             0.246
buf+inv                       8             55             0.120
simple gates                 14             14             0.193
flops                         4              4             0.234
mux                           2              2            0.0497
xor+xnor                      2              2            0.0409
## worst max-delay path by stage
stage | startpoint | endpoint | slack [ns] | cells after the start
after CTS | qout[1] | segd[0] | -0.62 | 7
after global routing | qout[1] | segd[1] | -0.67 | 8
final | qout[0] | segd[0] | -0.60 | 6
## critical path, delay by kind of cell, from the launching register on
kind | cells | cell delay, ns
buffers and inverters | 2 | 0.22
AND/OR/NAND/NOR | 1 | 0.39
flip-flops | 1 | 0.45
AND-OR/OR-AND | 2 | 0.25
adder cells (fa/ha/maj) | 1 | 0.19
## final cells by class
cell class                 instances  share of cell area
timing repair buffer              49               0.406
multi-input combinational         36               0.399
sequential                         4               0.103
tap                               46              0.0566
clock buffer                       3              0.0221
inverter                           3              0.0135
## metrics by stage
stage               area (sq um)  setup WS [ns]
CTS                          953         -0.624
floorplan                    452         -0.194
global placement             696         -0.706
detailed placement           696         -0.731
finish                      1020         -0.604
global route                1020         -0.668
## layer usage
metal,share of wire,vias to the layer above,GRT usage
met4,0,0,0.00880
met2,0.49,23,0.0762
met3,0.081,0,0.0159
met1,0.43,259,0.0614
li1,-,265,-
met5,0,-,0
## cell usage in the layout, fill, tap and decap left out, types with 2 or more instances in the layout
master,netlist,layout
buf_6,2,16
a211oi_2,0,2
clkdlybuf4s15_1,0,2
nor2_4,0,2
buf_2,2,7
nand2b_1,2,2
or3_4,1,2
buf_4,1,21
clkbuf_2,0,2
o21ai_2,1,2
a21oi_2,0,3
clkbuf_4,0,3
nor2_1,4,2
ha_4,0,3
dfrtp_2,0,4
## what timing repair did
action                     in CTS  in global routing
buffers inserted               16                  6
setup endpoints to repair      11                 10
gates cloned                    0                  0
resized                        65                 10
pin swaps                      13                  5
hold buffers                    0                  0
Power and IR drop assume default switching activity.
