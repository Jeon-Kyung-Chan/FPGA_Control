==> flow/design.v <==
`timescale 1ns / 1ps
module clock(
    input rst, clk, 
    output reg [3:0] digit,
    output reg [6:0] segd
    );
    reg [25:0]  clk_cnt;
    reg clk_1hz;
    reg [5:0] sec_cnt;
    reg [5:0] min_cnt;
    wire [3:0] sec1_val;
    wire [3:0] sec10_val;
    wire [3:0] min1_val;
    wire [3:0] min10_val;
    always @(negedge rst or posedge clk)
        if (rst == 0) begin
            clk_cnt <= 0;
            clk_1hz <= 0; 
        end
        else  if ( clk_cnt == 62499999 ) begin     
             clk_cnt <= 0;
             clk_1hz <= ~clk_1hz;
        end     
        else clk_cnt <= clk_cnt + 1;
    always @(negedge rst or posedge clk_cnt[17])
        if (rst == 0) digit <= 1; 
        else digit <= {digit[2:0], digit[3]};
     always @(negedge rst or posedge clk_1hz) 
        if (rst == 0) begin 
            sec_cnt <= 0; min_cnt <= 0; end
        else if ( (sec_cnt == 59) && (min_cnt == 59)) begin
            sec_cnt <= 0; min_cnt <= 0; end
        else if ( sec_cnt == 59) begin
            sec_cnt <= 0; min_cnt <= min_cnt +1 ; end
        else sec_cnt = sec_cnt + 1;
     assign  sec1_val   =  sec_cnt % 10;
     assign  sec10_val  =  sec_cnt / 10;       
     assign  min1_val   =  min_cnt % 10;
     assign  min10_val  =  min_cnt / 10;
     always @(digit) 
         case(digit)  
               4'b0001 :
                 case (sec1_val) 
                     4'h0 :  segd <= 7'b100_0000 ;
                     4'h1 :  segd <= 7'b111_1001 ;
                     4'h2 :  segd <= 7'b010_0100 ;
                     4'h3 :  segd <= 7'b011_0000 ;
                     4'h4 :  segd <= 7'b001_1001 ;
                     4'h5 :  segd <= 7'b001_0010 ;
                     4'h6 :  segd <= 7'b000_0010 ;
                     4'h7 :  segd <= 7'b101_1000 ;
                     4'h8 :  segd <= 7'b000_0000 ;
                     4'h9 :  segd <= 7'b001_0000 ;
                     default :  segd <= 7'b111_1111 ;
                 endcase
               4'b0010 :
                 case (sec10_val) 
                     4'h0 :  segd <= 7'b100_0000 ;
                     4'h1 :  segd <= 7'b111_1001 ;
                     4'h2 :  segd <= 7'b010_0100 ;
                     4'h3 :  segd <= 7'b011_0000 ;
                     4'h4 :  segd <= 7'b001_1001 ;
                     4'h5 :  segd <= 7'b001_0010 ;
                     4'h6 :  segd <= 7'b000_0010 ;
                     4'h7 :  segd <= 7'b101_1000 ;
                     4'h8 :  segd <= 7'b000_0000 ;
                     4'h9 :  segd <= 7'b001_0000 ;
                     default :  segd <= 7'b111_1111 ;
                 endcase
                 4'b0100 :
                 case (min1_val) 
                     4'h0 :  segd <= 7'b100_0000 ;
                     4'h1 :  segd <= 7'b111_1001 ;
                     4'h2 :  segd <= 7'b010_0100 ;
                     4'h3 :  segd <= 7'b011_0000 ;
                     4'h4 :  segd <= 7'b001_1001 ;
                     4'h5 :  segd <= 7'b001_0010 ;
                     4'h6 :  segd <= 7'b000_0010 ;
                     4'h7 :  segd <= 7'b101_1000 ;
                     4'h8 :  segd <= 7'b000_0000 ;
                     4'h9 :  segd <= 7'b001_0000 ;
                     default :  segd <= 7'b111_1111 ;
                 endcase
                 4'b1000 :
                 case (min10_val) 
                     4'h0 :  segd <= 7'b100_0000 ;
                     4'h1 :  segd <= 7'b111_1001 ;
                     4'h2 :  segd <= 7'b010_0100 ;
                     4'h3 :  segd <= 7'b011_0000 ;
                     4'h4 :  segd <= 7'b001_1001 ;
                     4'h5 :  segd <= 7'b001_0010 ;
                     4'h6 :  segd <= 7'b000_0010 ;
                     4'h7 :  segd <= 7'b101_1000 ;
                     4'h8 :  segd <= 7'b000_0000 ;
                     4'h9 :  segd <= 7'b001_0000 ;
                     default :  segd <= 7'b111_1111 ;
                 endcase
         endcase        
endmodule
==> flow/config.mk <==
export PLATFORM = sky130hd
export DESIGN_NAME = clock
export DESIGN_NICKNAME = clock
export VERILOG_FILES = /design/flow/design.v
export SDC_FILE = /design/flow/constraint.sdc
export NUM_CORES = 4
export LEC_CHECK = 1
export CORE_UTILIZATION = 30
==> flow/run.sh <==
#!/bin/bash
# OpenROAD 26Q1-2900-gdf79404cd8, Yosys 0.63+post, stock flow scripts
make -C /OpenROAD-flow-scripts/flow DESIGN_CONFIG=/design/flow/config.mk WORK_HOME=/design/flow/orfs finish
==> flow/constraint.sdc <==
current_design clock

set clk_period 3.5
set clk_io_pct 0.2

create_clock -name clk0 -period $clk_period [get_ports {clk}]

set non_clock_inputs [all_inputs -no_clocks]
set_input_delay [expr $clk_period * $clk_io_pct] -clock clk0 $non_clock_inputs
set_output_delay [expr $clk_period * $clk_io_pct] -clock clk0 [all_outputs]
==> results_dict.tcl <==
# yosys + openroad results
set metrics [dict create \
    dp_hpwl_mm 5.34 \
    cts_buffers 3 \
    common_cells "nor2_1, dfrtp_1, ha_1" \
    min-delay-path-class "flip-flop to flip-flop" \
    drc 0 \
    grt_max_degree 44 \
    slew_violations 0 \
    enable_flop_cells 0 \
    use_met2_pct 17.3 \
    critical_path_class "flip-flop to flip-flop" \
    maxCapViolations 0 \
    clk_latency_ps 250 \
    die_w_um 113 \
    cts_resized 0 \
    synthFlopType "dfrtp_1" \
    unconstrained_endpoints 34 \
    wl_per_cell_um 12.4 \
    synth_flops 50 \
    warnings 49 \
    cts.clk_slew.worst_paths_ps 60 \
    totalWireLength_mm 6.97 \
    syn_area_um2 3700 \
    setup_slack_ps 1250 \
    worst_pin_slew_ps 846 \
    syn_to_final_growth_pct 8.28 \
    preCtsSetupSlack_ps 1220 \
    r2r_slack_ps 1250 \
    most_common_cell "nor2_1" \
    reg2reg_to "clk_cnt[11]$_DFF_PN0_" \
    crit_path_max_fanout 9 \
    use_met3_pct 1.26 \
    post-cts-setup-buffers 0 \
    p_per_area_nw_per_um2 143 \
    rows 40 \
    initial_core_util_pct 30.8 \
    syn-mean-instance-area_um2 8.98 \
    io_pins 13 \
    gr-total-overflow 0 \
    met1_usage_pct 18.1 \
    ys_cells 412 \
    fmax_mhz 444 \
    grt_pass1_wl_mm 11.9 \
    drive_gt1_share_pct 8.45 \
    antenna_found_initial 0 \
    outcome "finished clean" \
    power.leakage_nw 1.72 \
    cp-start-kind "flip-flop" \
    reg2reg_depth 4 \
    die_h_um 113 \
    yosysWarnings 1 \
    cp-end-kind "flip-flop" \
    dr.pass1.iters 4 \
    skew_ps 2.75 \
    setup_viol_count_final 0 \
    drt_iter0_drc 129 \
    worstHoldStart "clk_cnt[0]$_DFF_PN0_" \
    grt_use_total_pct 11.2 \
    busiest_layer "met1" \
    grt_pass1_vias 2576 \
    vdd_drop_max_v 0.000212 \
    insertedDiodeCount 0 \
    hold_buffers 0 \
    synth_cell_type_count 78 \
    core_um2 12000 \
    rsz0062_at_grt "no" \
    async_reset_ff_share_pct 86.0 \
    viasPerCell 5.16 \
    top_cell_area_share_pct 28.4 \
    period_used_pct 64.4 \
    r2r-start "clk_cnt[9]$_DFF_PN0_" \
    largest_area_cell "dfrtp_1" \
    hold_path_depth 1 \
    worst_ep_arrival_time_ps 2390 \
    cts_tree "built" \
    unclocked_regs 23 \
    hold_end "clk_cnt[0]$_DFF_PN0_" \
    relSlewSlack_pct 43.1 \
    htreeDepth 1 \
    portBuffers 12 \
    root_buffer "clkbuf_16" \
    area_leaders "dfrtp_1, ha_1, nor2_1" \
    place_congestion 0.837 \
    yosysChipArea_um2 3700 \
    clock_tree.buffer_depth 2 \
    vias 2895 \
    min_period_ps 2250 \
    tns_ps 0 \
    ant_nets 0 \
    die-area_um2 12800 \
    netlist_instances 412 \
    power.total_mw 0.572 \
    crit_required_ps 3640 \
    hold_viol_final 0 \
]
-- layer usage --
metal	routed length, um	share of wire, %
met1	3660	53
met2	3010	43
met3	287	4.1
met4	0	0
met5	0	0
-- power by group --
group          total, mW  switching [mW]  internal (mW)
clock network      0.250          0.0945          0.155
logic             0.0102         0.00909        0.00113
registers          0.312               0          0.312
total              0.572           0.104          0.469
-- how the worst max path moves through the flow --
stage	start	endpoint	slack [ps]	cells after the start
final	clk_cnt[9]$_DFF_PN0_	clk_cnt[11]$_DFF_PN0_	1250	4
after global routing	clk_cnt[12]$_DFF_PN0_	clk_cnt[10]$_DFF_PN0_	1070	5
after CTS	clk_cnt[9]$_DFF_PN0_	clk_cnt[11]$_DFF_PN0_	1210	4
-- placed cells by master (no fill, tap or decap), types with 3 or more instances in the layout --
master,instances
dfrtp_1,42
inv_1,24
nand4_1,6
o22ai_1,3
nand3b_1,5
clkbuf_16,3
a22o_1,3
xnor2_1,18
mux2i_1,4
nand2b_1,6
nand2_1,32
nor2b_1,5
buf_4,3
o31ai_1,3
nor2_1,46
o21ai_0,17
o211ai_1,4
o32ai_1,4
xor2_1,16
mux2_2,5
nor3_1,5
and3_1,3
a31oi_1,4
a21oi_1,14
ha_1,34
o221ai_1,6
a211oi_1,7
clkdlybuf4s50_1,11
nand3_1,14
dlxtn_1,7
-- flip-flops by register name, summed over array words and instances (netlist names) --
name and flops:
clk_1hz 1, clk_cnt 26, digit 4, min_cnt 6, sec_cnt 6, segd 7
-- cells by family after synthesis --
logic type / Yosys count / synth area share (%)
mux: 9 / 2.60
xor+xnor: 35 / 8.49
compound gates: 96 / 19.5
buf+inv: 43 / 5.31
simple gates: 145 / 20.7
latches: 7 / 2.84
fa+ha+maj: 34 / 11.5
flops: 43 / 29.1
-- layout make-up --
class	instances	area [um^2]
multi-input cells	319	2320
fillers	1230	8000
inverters	26	103
clock buffers	4	78.8
repair buffers	15	138
flip-flops and latches	50	1180
well taps	147	184
-- critical path, cell delays in order (launching register included) --
cell and delay, ps:
dfrtp_1 440, or4_1 580, nor4_2 760, buf_4 300, a21oi_1 60
-- stage by stage --
step           instances  hold slack [ps]  cell area, um^2  utilization (%)
2_1_floorplan        412              404             3700                -
6_report             561              476             4010             33.4
3_3_place_gp         557              474             3930             32.7
4_1_cts              561              481             4010             33.4
5_1_grt              561              494             4010             33.4
3_5_place_dp         557              472             3930             32.7
Power and IR drop assume default switching activity.
